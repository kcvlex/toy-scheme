===== /design/flow/design.v =====
`default_nettype none
module DE10_LITE_Golden_Top(
	input 		          		ADC_CLK_10,
	input 		          		MAX10_CLK1_50,
	input 		          		MAX10_CLK2_50,
	output		    [12:0]		DRAM_ADDR,
	output		     [1:0]		DRAM_BA,
	output		          		DRAM_CAS_N,
	output		          		DRAM_CKE,
	output		          		DRAM_CLK,
	output		          		DRAM_CS_N,
	inout 		    [15:0]		DRAM_DQ,
	output		          		DRAM_LDQM,
	output		          		DRAM_RAS_N,
	output		          		DRAM_UDQM,
	output		          		DRAM_WE_N,
	output		     [7:0]		HEX0,
	output		     [7:0]		HEX1,
	output		     [7:0]		HEX2,
	output		     [7:0]		HEX3,
	output		     [7:0]		HEX4,
	output		     [7:0]		HEX5,
	input 		     [1:0]		KEY,
	output		     [9:0]		LEDR,
	input 		     [9:0]		SW,
	output		     [3:0]		VGA_B,
	output		     [3:0]		VGA_G,
	output		          		VGA_HS,
	output		     [3:0]		VGA_R,
	output		          		VGA_VS,
	output		          		GSENSOR_CS_N,
	input 		     [2:1]		GSENSOR_INT,
	output		          		GSENSOR_SCLK,
	inout 		          		GSENSOR_SDI,
	inout 		          		GSENSOR_SDO,
	inout 		    [15:0]		ARDUINO_IO,
	inout 		          		ARDUINO_RESET_N,
	inout 		    [35:0]		GPIO
);
    localparam ENTRY_ADDR = 32'h10198;
    localparam MEM_START  = 32'h10010;
    wire        dram_wr_req;
    wire        dram_wr_fin;
    wire [31:0] dram_wr_data;
    wire [31:0] dram_wr_addr;
    wire        dram_rd_req;
    wire        dram_rd_fin;
    wire [31:0] dram_rd_data;
    wire [31:0] dram_rd_addr;
    wire [7:0] rx_data;
    wire       rx_valid;
    wire [7:0] tx_data;
    wire       tx_req;
    wire       tx_ready;
    wire        pl_tx_req;
    wire [7:0]  pl_tx_data;
    wire        pl_dram_wr_req;
    wire [31:0] pl_dram_wr_addr;
    wire [31:0] pl_dram_wr_data;
    wire        proc_dram_wr_req;
    wire [31:0] proc_dram_wr_addr;
    wire [31:0] proc_dram_wr_data;
    wire        proc_dram_rd_req;
    wire [31:0] proc_dram_rd_addr;
    wire        dbg_dram_rd_req;
    wire [31:0] dbg_dram_rd_addr;
    wire [31:0] dbg_mem_data;
    wire        dbg_mem_hl;
    wire [31:0] dbg_entry_addr;
    wire        program_load;
    wire        exec_proc;
    wire        read_program;
    wire        none;
    wire        RST_X;
    wire [31:0] PC;
    wire        display;
    wire [31:0] display_data;
    wire [31:0] seg7_data;
    wire [3:0]  d0, d1, d2, d3, d4, d5;
    assign program_load = SW[0];
    assign exec_proc    = SW[1];
    assign read_program = SW[2];
    assign none         = SW[9];
    assign RST_X        = ~KEY[0];
    assign tx_req  = (program_load ? pl_tx_req  : 1'b0);
    assign tx_data = (program_load ? pl_tx_data : 8'b0);
    uart uart1(
        .clk(MAX10_CLK1_50),
        .reset(RST_X),
        .rx(GPIO[7]),
        .rx_data(rx_data),
        .rx_valid(rx_valid),
        .tx(GPIO[9]),
        .tx_data(tx_data),
        .tx_transmit(tx_req),
        .tx_ready(tx_ready)
    );
    PROGRAM_LOADER pl(
        .clk(MAX10_CLK1_50),
        .reset(RST_X),
        .req(program_load),
        .rx_ack(rx_valid),
        .rx_data(rx_data),
        .tx_ready(tx_ready),
        .tx_req(pl_tx_req),
        .tx_data(pl_tx_data),
        .wr_req(pl_dram_wr_req),
        .wr_fin(dram_wr_fin),
        .wr_addr(pl_dram_wr_addr),
        .wr_data(pl_dram_wr_data)
    );
    assign dbg_entry_addr = (SW[4] ? MEM_START : ENTRY_ADDR);
    assign dbg_mem_hl     = SW[3];
    CHECK_MEMORY check_mem(
        .clk(MAX10_CLK1_50),
        .reset(RST_X),
        .sw(read_program),
        .key(KEY[1]),
        .rd_req(dbg_dram_rd_req),
        .rd_fin(dram_rd_fin),
        .rd_addr(dbg_dram_rd_addr),
        .rd_data(dram_rd_data),
        .rd_addr_init(dbg_entry_addr),
        .dout(dbg_mem_data)
    );
    assign dram_wr_req  = program_load ? pl_dram_wr_req
                        : exec_proc    ? proc_dram_wr_req
                        :                1'b0;
    assign dram_wr_addr = program_load ? pl_dram_wr_addr
                        : exec_proc    ? proc_dram_wr_addr
                        :                32'b0;
    assign dram_wr_data = program_load ? pl_dram_wr_data
                        : exec_proc    ? proc_dram_wr_data
                        :                32'b0;
    assign dram_rd_req  = exec_proc    ? proc_dram_rd_req
                        : read_program ? dbg_dram_rd_req
                        :                1'b0;
    assign dram_rd_addr = exec_proc    ? proc_dram_rd_addr
                        : read_program ? dbg_dram_rd_addr
                        :                32'b0;
    SDRAM_CONTROLLER sdram_cont(
        .clk(MAX10_CLK1_50),
        .reset(RST_X),
        .rd_req(dram_rd_req),
        .rd_addr(dram_rd_addr),
        .rd_fin(dram_rd_fin),
        .rd_data(dram_rd_data),
        .wr_req(dram_wr_req),
        .wr_addr(dram_wr_addr),
        .wr_fin(dram_wr_fin),
        .wr_data(dram_wr_data),
        .DRAM_ADDR(DRAM_ADDR),
        .DRAM_BA(DRAM_BA),
        .DRAM_CAS_N(DRAM_CAS_N),
        .DRAM_CKE(DRAM_CKE),
        .DRAM_CLK(DRAM_CLK),
        .DRAM_CS_N(DRAM_CS_N),
        .DRAM_DQ(DRAM_DQ),
        .DRAM_LDQM(DRAM_LDQM),
        .DRAM_RAS_N(DRAM_RAS_N),
        .DRAM_UDQM(DRAM_UDQM),
        .DRAM_WE_N(DRAM_WE_N)
    );
    PROCESSOR proc(
        .clk(MAX10_CLK1_50),
        .reset(RST_X),
        .PC(PC),
        .req(exec_proc),
        .entry_addr(ENTRY_ADDR),
        .dram_wr_req(proc_dram_wr_req),
        .dram_wr_fin(dram_wr_fin),
        .dram_wr_addr(proc_dram_wr_addr),
        .dram_wr_data(proc_dram_wr_data),
        .dram_rd_req(proc_dram_rd_req),
        .dram_rd_fin(dram_rd_fin),
        .dram_rd_addr(proc_dram_rd_addr),
        .dram_rd_data(dram_rd_data),
        .display(display),
        .display_data(display_data)
    );
    assign seg7_data = (read_program ? dbg_mem_data
                     :  display      ? display_data
                     :                 32'b0);
    DISPLAY_SEG7 seg7(
        .clk(MAX10_CLK1_50),
        .reset(RST_X),
        .none(none | ~(read_program | display)),
        .dbg(read_program),
        .hi(read_program & dbg_mem_hl),
        .lo(read_program & ~dbg_mem_hl),
        .num(display | read_program),
        .data(seg7_data),
        .HEX0(HEX0),
        .HEX1(HEX1),
        .HEX2(HEX2),
        .HEX3(HEX3),
        .HEX4(HEX4),
        .HEX5(HEX5)
    );
endmodule
module DISPLAY_SEG7(
    input  wire        clk,
    input  wire        reset,
    input  wire        none,
    input  wire        dbg,
    input  wire        hi,
    input  wire        lo,
    input  wire        num,
    input  wire [32:0] data,
    output wire [7:0]  HEX0,
    output wire [7:0]  HEX1,
    output wire [7:0]  HEX2,
    output wire [7:0]  HEX3,
    output wire [7:0]  HEX4,
    output wire [7:0]  HEX5
);
    wire [3:0] d0 = (dbg && hi ? data[19:16] : data[ 3: 0]);
    wire [3:0] d1 = (dbg && hi ? data[23:20] : data[ 7: 4]);
    wire [3:0] d2 = (dbg && hi ? data[27:24] : data[11: 8]);
    wire [3:0] d3 = (dbg && hi ? data[31:28] : data[15:12]);
    SEG7 u0(
        .clk(clk),
        .reset(reset),
        .din(d0),
        .none(none),
        .num(num),
        .hi_1(1'b0),
        .hi_2(1'b0),
        .lo_1(1'b0),
        .lo_2(1'b0),
        .dot(1'b0),
        .dout(HEX0)
    );
    SEG7 u1(
        .clk(clk),
        .reset(reset),
        .din(d1),
        .none(none),
        .num(num),
        .hi_1(1'b0),
        .hi_2(1'b0),
        .lo_1(1'b0),
        .lo_2(1'b0),
        .dot(1'b0),
        .dout(HEX1)
    );
    SEG7 u2(
        .clk(clk),
        .reset(reset),
        .din(d2),
        .none(none),
        .num(num),
        .hi_1(1'b0),
        .hi_2(1'b0),
        .lo_1(1'b0),
        .lo_2(1'b0),
        .dot(1'b0),
        .dout(HEX2)
    );
    SEG7 u3(
        .clk(clk),
        .reset(reset),
        .din(d3),
        .none(none),
        .num(num),
        .hi_1(1'b0),
        .hi_2(1'b0),
        .lo_1(1'b0),
        .lo_2(1'b0),
        .dot(1'b0),
        .dout(HEX3)
    );
    SEG7 u4(
        .clk(clk),
        .reset(reset),
        .din(data[19:16]),
        .none(none),
        .num(num),
        .hi_1(1'b0),
        .hi_2(dbg & hi),
        .lo_1(1'b0),
        .lo_2(dbg & lo),
        .dot(dbg),
        .dout(HEX4)
    );
    SEG7 u5(
        .clk(clk),
        .reset(reset),
        .din(data[23:20]),
        .none(none),
        .num(num),
        .hi_1(dbg & hi),
        .hi_2(1'b0),
        .lo_1(dbg & lo),
        .lo_2(1'b0),
        .dot(1'b0),
        .dout(HEX5)
    );
endmodule
module SEG7(
    input  wire       clk,
    input  wire       reset,
    input  wire [3:0] din,
    input  wire       none,
    input  wire       num,
    input  wire       dot,
    input  wire       hi_1,
    input  wire       hi_2,
    input  wire       lo_1,
    input  wire       lo_2,
    output wire [7:0] dout
);
    reg [6:0] r_dout;
    always @(posedge clk or posedge reset) begin
        if (reset) begin
            r_dout <= 7'b0;
        end else begin
            if (none) begin
                r_dout <= 7'b1_000000;
            end else if (hi_1) begin
                r_dout <= 7'b1_11_0_11_0;
            end else if (hi_2) begin
                r_dout <= 7'b00_1_0000;
            end else if (lo_1) begin
                r_dout <= 7'b0_111_000;
            end else if (lo_2) begin
                r_dout <= 7'b01_0_111_00;
            end else if (num) begin
                case (din)
                    4'h0: r_dout <= 7'b0111111;
                    4'h1: r_dout <= 7'b0000110;
                    4'h2: r_dout <= 7'b1011011;
                    4'h3: r_dout <= 7'b1001111;
                    4'h4: r_dout <= 7'b1100110;
                    4'h5: r_dout <= 7'b1101101;
                    4'h6: r_dout <= 7'b1111101;
                    4'h7: r_dout <= 7'b0000111;
                    4'h8: r_dout <= 7'b1111111;
                    4'h9: r_dout <= 7'b1100111;
                    4'ha: r_dout <= 7'b1110111;
                    4'hb: r_dout <= 7'b1111100;
                    4'hc: r_dout <= 7'b0111001;
                    4'hd: r_dout <= 7'b1011110;
                    4'he: r_dout <= 7'b1111001;
                    4'hf: r_dout <= 7'b1110001;
                endcase
            end else begin
                r_dout <= 7'b1_000000;
            end
        end
    end
    assign dout = { ~dot, ~r_dout };
endmodule

===== /design/flow/run.sh =====
#!/bin/bash
# OpenROAD 26Q1-2900-gdf79404cd8, Yosys 0.63+post, stock flow scripts
make -C /OpenROAD-flow-scripts/flow DESIGN_CONFIG=/design/flow/config.mk WORK_HOME=/design/flow/orfs finish

===== /design/flow/config.mk =====
export PLATFORM = sky130hd
export DESIGN_NAME = DISPLAY_SEG7
export DESIGN_NICKNAME = DISPLAY_SEG7
export VERILOG_FILES = /design/flow/design.v
export SDC_FILE = /design/flow/constraint.sdc
export NUM_CORES = 4
export LEC_CHECK = 1
export CORE_UTILIZATION = 30

===== /design/flow/constraint.sdc =====
current_design DISPLAY_SEG7

set clk_period 1.0
set clk_io_pct 0.2

create_clock -name clk0 -period $clk_period [get_ports {clk}]

set non_clock_inputs [all_inputs -no_clocks]
set_input_delay [expr $clk_period * $clk_io_pct] -clock clk0 $non_clock_inputs
set_output_delay [expr $clk_period * $clk_io_pct] -clock clk0 [all_outputs]

==> reports/results.ini <==
[status]
run_status=finished with violations
violations=negative setup slack

[synthesis]
main_flop_type_after_synthesis=dfrtp_1
synth.avg_cell_area_um2=8.54
ys.flops=42
post-synth-top-area-fraction_pct=31.5
synth_sequential_area_ratio_pct=31.5
synthesis.area_mm2=0.00334
synth_warnings=1
post_synth_num_cell_types=56
post-synth-top-area-cell=dfrtp_1
async_set_reset_flop_share_out_of_synthesis_pct=100
synth.top_cells.by_area=dfrtp_1, inv_1, ha_1
yosys_area_mm2=0.00334
netlist_instances=391
ys_cells=391
number_of_enable_flip_flop_cells=0

[setup_path]
timing.critical_path.to_type=flop
crit_path_class=in -> reg
most_frequent_cp_cell=mux2_4
critical_path_arrival_ns=1.54
critical_path.slowest_cell=mux2_4
slowest_delay_ns=0.33
cp-start-kind=input port
critical_path_peak_fanout=7
worst_path_cell_chain=buf_12 > nand2_8 > mux2_4 > inv_4 > ha_4 > mux2_4 > a221oi_2
worstPathRequired_ns=1.21

[routing]
drcViolationCount=0
wire_per_inst_um=14.3
number_of_inserted_diodes=0
drt_pass1_iterations=4
via_per_inst=4.89
drt.antenna.violating_nets=0
postRouteWirelength_um=10700
routed_vias=3641
drt_iter0_drc=90

[floorplan]
floorplan.rows=38
io_pins=88
initCoreUtil_pct=30.8
chipHeight_um=107
core_area_mm2=0.0108
die_span_x_um=107
total_die_area_mm2=0.0116

[final_timing]
timing.final.crit_share_pct=133
min_period_ns=1.33
final-hold-violation-count=0
grt_setup_unrepaired=true
postLayoutSetupSlackWorst_ns=-0.328
finalSetupViolCount=38
finalSetupTns_ns=-6.03
fmax_ghz=0.753
final_max_slew_viol_count=0
hold-worst-slack_ns=0.291

[placement]
post-place-cells=687
gp_routability_congestion=0.924
placement.cell_area_mm2=0.00520
place.port_buffers=81
dpl.hpwl_um=7510

[power]
swShare_pct=31.3
comb_power_share_pct=41.6
ratio_of_total_power_to_cell_area_mw_per_mm2=896
power_report.internal_total_w=0.00373
vdd_ir_drop_max_mv=0.650
cellLeakagePower_nw=2.87
power.clock.fraction_pct=24.7
power.total_w=0.00543
switching_power_w=0.00170
power_frac_seq_pct=33.7

[global_route]
antenna_found_initial=0
first_global_vias=3445
maximum_number_of_pins_on_one_net_before_global_route_repair=24
track_usage_pct=18.7
grt_pass1_wl_um=16900
grt_overflow=0

[clock_tree]
cts_hold_repair.buffers=0
clk_pin_slew_ns=0.09
tritoncts.num_buffers=5
clk_sinks=42
cts-root-to-sink-buffers=2
clk_root_buffer_cell=clkbuf_8
cts_tree=built
clock_tree.htree_level_count=2

[layout]
seqCellArea_mm2=0.00105
final_cell_area_mm2=0.00606
logic_area_mm2=0.00254
instances_no_fill=744
fraction_of_final_layout_cells_with_drive_strength_greater_than_1_pct=53.5
fill_cell_total_of_the_finished_layout=910
area.growth.synth_to_final_pct=81.6

[run]
stage_log_warnings=41
max_cap_viol_count=0

[hold_path]
timing.hold.worst.class=in -> async

-- placed cells by master (no fill, tap or decap), types with 9 or more instances in the layout --
| master | instances |
|---|---|
| buf_4 | 105 |
| inv_1 | 53 |
| buf_2 | 43 |
| dfrtp_1 | 42 |
| buf_6 | 33 |
| dlygate4sd2_1 | 26 |
| nand2_1 | 17 |
| mux2i_1 | 16 |
| nor2_1 | 16 |
| a21oi_1 | 12 |
| ha_4 | 12 |
| inv_2 | 9 |
-- metrics by stage --
step                setup slack [ns]  util [%]
global route                  -0.362      55.9
CTS                           -0.300      52.4
floorplan                     -0.562         -
global placement               -1.23      48.0
detailed placement             -1.24      48.0
finish                        -0.328      55.9
-- area by class of cell --
type                       count  share of cell area, %
tap                          140                   2.89
multi-input combinational    258                   41.9
sequential                    42                   17.3
timing repair buffer         226                   31.2
inverter                      70                   4.91
clock buffer                   8                   1.82
-- cell families after synthesis --
family	count (synthesis)	synth area share, %
compound gates	111	23.2
buf+inv	96	12.0
simple gates	86	14.7
flops	42	31.5
mux	34	11.0
fa+ha+maj	18	6.75
xor+xnor	3	0.787
other cells	1	0.112
-- cell usage after synthesis, types with 3 or more instances --
cell type / count
nor2b_1: 8
a21oi_1: 20
nand4b_1: 4
mux2i_1: 22
nand2b_1: 7
clkbuf_1: 8
mux2_2: 8
or2_2: 4
and3_1: 4
o221a_2: 4
o311a_1: 3
a211o_1: 3
a311oi_1: 3
a211oi_1: 6
ha_1: 18
a21o_1: 4
dfrtp_1: 42
o21ai_0: 25
nand2_1: 19
buf_2: 8
o211ai_1: 7
buf_4: 8
inv_1: 70
a221oi_1: 9
a31oi_1: 11
mux2i_2: 3
nand4_1: 4
and4b_1: 3
nor2_1: 16
-- per-layer routing --
layer,routed length (um),track usage [%],up-vias
li1,-,-,1791
met1,5220,28.4,1750
met2,4790,28.8,87
met3,495,3.46,13
met4,150,2.74,0
met5,0,0,-
-- power by group through the flow --
stage     sequential (W)  clock [W]  combinational (W)
4_1_cts          0.00183    0.00138            0.00203
6_report         0.00183    0.00134            0.00226
5_1_grt          0.00184    0.00146            0.00244
-- sequential cells by signal (all words and copies together), names as in the netlist --
| register | count |
|---|---|
| u1.r_dout | 7 |
| u0.r_dout | 7 |
| u3.r_dout | 7 |
| u5.r_dout | 7 |
| u2.r_dout | 7 |
| u4.r_dout | 7 |
-- final timing paths --
path                                     endpoint      from  slack (ns)  cells past startpoint
min in group clk0          u5.r_dout[6]$_DFF_PP0_  data[21]        0.36                      5
min                        u5.r_dout[0]$_DFF_PP0_     reset        0.29                      3
max in group asynchronous  u2.r_dout[0]$_DFF_PP0_     reset        0.55                      3
max                        u1.r_dout[3]$_DFF_PP0_        hi       -0.33                      7
-- what timing repair did --
action / in CTS / in global routing
setup endpoints to repair: 85 / 82
resized: 285 / 69
endpoints found under the hold margin: 0 / 0
buffers inserted: 34 / 17
gates cloned: 1 / 1
pin swaps: 42 / 32
-- critical path, delay by kind of cell --
family | cells | cell delay, ns
mux | 2 | 0.60
compound gates | 1 | 0.21
buf+inv | 2 | 0.20
fa+ha+maj | 1 | 0.20
simple gates | 1 | 0.13
Power is estimated from default activity; no workload was simulated.
