===== design/flow/design.v =====
module PROGRAM_LOADER(
    input wire clk,
    input wire reset,
    input  wire       rx_ack,
    input  wire [7:0] rx_data,
    input  wire       tx_ready,
    output reg        tx_req,
    output reg  [7:0] tx_data,
    input  wire        wr_fin,
    output wire [31:0] wr_addr,
    output wire [31:0] wr_data,
    output reg         wr_req,
    output reg [31:0] entry_addr,
    input  wire req
);
    localparam IDLE     = 4'd0;
    localparam RX_REQ   = 4'd1;
    localparam RX_FIN   = 4'd2;
    localparam DRAM_REQ = 4'd3;
    localparam DRAM_FIN = 4'd4;
    localparam TX_REQ   = 4'd5;
    localparam TX_FIN   = 4'd6;
    reg [63:0] rx_buffer, tx_buffer;
    reg [3:0] rx_rem, tx_rem;
    reg [3:0] state;
    always @(negedge clk or posedge reset) begin
        if (reset) begin
            rx_buffer  <= 64'b0;
            tx_buffer  <= 64'b0;
            wr_req     <= 1'b0;
            tx_req     <= 1'b0;
            state      <= IDLE;
            entry_addr <= 32'b0;
            rx_rem     <= 4'b0;
            tx_rem     <= 4'b0;
        end else if (req) begin
            case (state)
                IDLE: begin
                    if (rx_ack) begin
                        state     <= RX_REQ;
                        rx_rem    <= 4'd7;
                        rx_buffer <= (rx_buffer << 8) | { 56'b0, rx_data };
                    end else begin
                        state     <= IDLE;
                    end
                end
                RX_REQ: begin
                    if (rx_ack) begin
                        rx_buffer <= (rx_buffer << 8) | { 56'b0, rx_data };
                        if (rx_rem - 4'b1 == 4'b0) begin
                            state <= RX_FIN;
                        end else begin
                            state <= RX_REQ;
                        end
                        rx_rem    <= rx_rem - 4'b1;
                    end else begin
                        state     <= RX_REQ;
                    end
                end
                RX_FIN: begin
                    state         <= DRAM_REQ;
                    wr_req        <= 1'b1;
                end
                DRAM_REQ: begin
                    if (wr_fin) begin
                        state     <= DRAM_FIN;
                        wr_req    <= 1'b0;
                    end else begin
                        state     <= DRAM_REQ;
                    end
                end
                DRAM_FIN: begin
                    state         <= TX_REQ;
                    tx_rem        <= 4'd8;
                    tx_buffer     <= rx_buffer;
                end
                TX_REQ: begin
                    if (tx_rem == 4'b0) begin
                        state     <= TX_FIN;
                        tx_req    <= 1'b0;
                    end else if (tx_ready) begin
                        state     <= TX_REQ;
                        tx_req    <= 1'b1;
                        tx_data   <= tx_buffer[7:0];
                        tx_rem    <= tx_rem - 4'b1;
                        tx_buffer <= tx_buffer >> 8;
                    end else begin
                        state     <= TX_REQ;
                        tx_req    <= 1'b0;
                    end
                end
                TX_FIN: begin
                    state         <= IDLE;
                end
                default: begin
                    state         <= state;
                end
            endcase
        end
    end
    assign wr_addr = rx_buffer[63:32];
    assign wr_data = rx_buffer[31:0];
endmodule

===== design/flow/run.sh =====
#!/bin/bash
# OpenROAD 26Q1-2900-gdf79404cd8, Yosys 0.63+post, stock flow scripts
make -C /OpenROAD-flow-scripts/flow DESIGN_CONFIG=/design/flow/config.mk WORK_HOME=/design/flow/orfs finish

===== design/flow/config.mk =====
export PLATFORM = sky130hd
export DESIGN_NAME = PROGRAM_LOADER
export DESIGN_NICKNAME = PROGRAM_LOADER
export VERILOG_FILES = /design/flow/design.v
export SDC_FILE = /design/flow/constraint.sdc
export NUM_CORES = 4
export LEC_CHECK = 1
export CORE_UTILIZATION = 30

===== design/flow/constraint.sdc =====
current_design PROGRAM_LOADER

set clk_period 15.0
set clk_io_pct 0.2

create_clock -name clk0 -period $clk_period [get_ports {clk}]

set non_clock_inputs [all_inputs -no_clocks]
set_input_delay [expr $clk_period * $clk_io_pct] -clock clk0 $non_clock_inputs
set_output_delay [expr $clk_period * $clk_io_pct] -clock clk0 [all_outputs]

==> job_summary.md <==
### Metrics collected by this job

| Metric | Value |
|---|---|
| Crit-path leading delay family | `buffers and inverters` |
| Post-CTS sizing | `0` |
| Slew Viols, Final | `0` |
| Postcts setup bufs | `0` |
| Synth cell count leaders | `147 x mux2_2, 144 x dfrtn_1, 35 x buf_4` |
| Tot Pwr | `1690 uW` |
| Initial antenna violation count | `0` |
| FP Rows | `55` |
| Hold_ws | `0.431 ns` |
| Via count | `3882` |
| Tool Warnings | `36` |
| Boundary pin count | `120` |
| Worst r2r src | `state[5]` |
| Worst path arrival time | `5.73 ns` |
| RSZ-0062 raised after global routing | `no` |
| Largest combinational cell category by area | `multiplexers` |
| Yosys adder share | `0.00727` |
| XORs/XNORs by Area | `0.00254` |
| Max stage delay cell, worst path | `clkdlybuf4s50_1` |
| Hold Buf Count CTS | `0` |
| Final tally of hold violations | `0` |
| Die W | `153 um` |
| Vias per cell | `4.44` |
| Ys flop type | `dfrtn_1` |
| Layout area overhead | `24.7%` |
| Hold path start | `tx_req` |
| Hold Path Sink | `tx_req` |
| Clock Root Buffer | `clkbuf_16` |
| CORE AREA | `22600 sq um` |
| Most frequent cell after synthesis | `mux2_2` |
| # setup viols final | `0` |
| CTS buffer count | `17` |
| WHS Path Cells | `2` |
| Required @ worst endpoint | `7.74 ns` |
| Largest net degree at the start of global routing | `73` |
| Mapped Area | `6880 sq um` |
| First-pass GRT wire length | `22000 um` |
| Slowest stage delay, CP | `0.92 ns` |
| Cells after Synth | `480` |
| Pwr Density | `197 nW/um^2` |
| Top area cell types | `dfrtn_1 52%, mux2_2 24%, mux2_4 6.3%` |
| GR Util met1 | `0.184` |
| Clk_skew | `0.0602 ns` |
| Post-synth EDFFs | `8` |
| R2r endpoint | `tx_buffer[6]` |
| Max-Slew Margin vs Limit | `0.532` |
| Fraction of layout cells with a size suffix above 1 | `0.373` |
| Residual DRC | `0` |
| IO buf count | `87` |
| RePlAce Congestion | `0.788` |
| CTS tree | `done` |
| CP Max Fanout | `22` |
| Worst setup path startpoint | `req` |
| Yosys cell count | `480` |
| WL/cell | `15.2 um` |
| Yosys simple share | `0.0345` |
| Avg Cell Area, Syn | `14.3 sq um` |
| Unique cell types | `38` |
| Peak VDD IR | `0.0825 mV` |
| Hold Path Class | `flip-flop to flip-flop` |
| Vias in the first global route | `4037` |
| Routed WL | `13300 um` |
| CP cell instances | `clkdlybuf4s50_1, nand3b_1, o21ai_4, buf_4, mux2_2` |
| Die ar. | `23600 sq um` |
| Worst Path Buf+Inv | `2` |
| Clk slew on worst S/H paths | `0.05 ns` |
| Ys async rst share | `0.948` |
| Met3 Use GR | `0.0312` |
| Drt first pass iters | `4` |
| Yosys aoi share | `0.0273` |
| Diode count | `0` |
| Status | `finished, final reports clean` |
| Lkg Pwr | `0.00388 uW` |
| FF+latch count, synth | `153` |
| Die height | `153 um` |
| Dpl hpwl | `9080 um` |
| Overflow left after global routing | `0` |
| Top-area cell share | `0.523` |
| Post-route setup TNS | `0 ns` |
| CP Class | `input port to flip-flop` |
| Yosys warning count | `1` |
| Max capacitance violation total | `0` |
| Clk ins delay skew pair | `0.45 ns` |
| Placement Setup Slack | `1.64 ns` |
| Final ANT Viol Nets | `0` |
| All-Layer GR Usage | `0.120` |
| Register-to-Register Setup Slack | `12.17 ns` |
| CP Capture Type | `flip-flop` |
| Yosys Chip Area | `6880 sq um` |
| H-tree Lvls | `4` |
| Synth Seq Share | `0.562` |
| 1st-iter DRT viols | `144` |
| Worst r2r path cells | `6` |
| Worst-Margin Slew | `0.700 ns` |
| Clock sinks | `153` |
| Startpoint types | `input port` |
| Max Root-Sink Buffers | `2` |
| Fp util | `0.305` |
| Met2 GRT Util | `0.182` |
| Final WS setup | `2.01 ns` |
| Mux share | `0.305` |
| Largest area contributor in the netlist | `dfrtn_1` |
| Global route hottest layer | `met1` |
[how the worst max path moves through the flow]
| stage | end | slack (ns) | depth (start not counted) |
|---|---|---|---|
| CTS | tx_buffer[31] | 2.03 | 5 |
| finish | tx_buffer[31] | 2.01 | 5 |
| global route | tx_buffer[31] | 1.85 | 5 |
[metal layers]
metal / wire, um / vias to the layer above
li1: - / 1819
met1: 6260 / 1951
met2: 6150 / 100
met3: 731 / 12
met4: 136 / 0
met5: 0 / -
[area by class of cell]
type / instances / area, sq um
clock buffer: 19 / 475
sequential: 153 / 3870
tap: 285 / 357
inverter: 8 / 35.0
fill: 2068 / 14000
clock inverter: 22 / 189
multi-input combinational: 293 / 2730
timing repair buffer: 95 / 931
[through the flow]
step	util	area (sq um)	cells
floorplan	-	7000	511
global placement	0.351	7930	835
detailed placement	0.351	7930	835
CTS	0.380	8590	875
global route	0.380	8590	875
finish	0.380	8590	875
[power by group]
part           total [uW]  internal, uW  switching, uW
Sequential            708           579            130
Clock                 457           284            173
Combinational         527           368            159
[cell families after synthesis]
family	after synthesis
AND-OR/OR-AND	30
XOR/XNOR	2
adder cells (fa/ha/maj)	4
buffers and inverters	65
flip-flops	153
multiplexers	177
other	1
AND/OR/NAND/NOR	48
[registers in the layout, summed over array words and instances (netlist names)]
register	count
rx_buffer	64
tx_buffer	64
tx_data	8
state	7
rx_rem	4
tx_rem	4
tx_req	1
wr_req	1
[worst reg2reg max path, stage by stage (launching register included)]
cell and delay [ns]:
dfrtn_1 0.39, buf_4 0.36, buf_4 0.48, nand3b_1 0.49, o21ai_4 0.27, buf_4 0.34, mux2_4 0.35
[cell usage in the layout, fill, tap and decap left out, drive strengths merged, types with 4 or more instances in the layout]
master / count
ha: 4
o21ai: 17
nand2: 27
nand3: 5
buf: 8
dfrtn: 144
clkinv: 8
clkdlybuf4s50: 87
mux2: 176
edfxtp: 8
conb: 32
clkbuf: 19
inv: 18
Power figures rest on the tool's default switching activity, not on a simulated workload.
